[flow/design.v]
module apb_ral(input pclk,
		input presetn,
		input[31:0] paddr,
		input[31:0] pwdata,
		input psel,
		input pwrite,
		input penable,
		output [31:0] prdata );
		reg[3:0] cntrl = 0;
		reg[31:0] reg1 = 0;
		reg[31:0] reg2 = 0;
		reg[31:0] reg3 = 0;
		reg[31:0] reg4 = 0;
		reg[31:0] rdata_tmp = 0;
		always @(posedge pclk) begin
			if(!presetn)begin
				cntrl <= 4'b0000;
				reg1 <= 32'b00000000;
				reg2 <= 32'b00000000;
				reg3 <= 32'b00000000;
				reg4 <= 32'b00000000;
				rdata_tmp <= 32'b00000000;
			end
			else if(psel && penable && pwrite)begin
				case(paddr)
					'h0 : cntrl <= pwdata;
					'h4 : reg1 <= pwdata;
					'h8 : reg2 <= pwdata;
					'hc : reg3 <= pwdata;
					'h10 : reg4 <= pwdata;
				endcase 
			end
			else if(psel && penable && !pwrite)begin
				case(paddr)
					'h0 : rdata_tmp <= {28'h0000000, cntrl};
					'h4 : rdata_tmp <= reg1;
					'h8 : rdata_tmp <= reg2;
					'hc : rdata_tmp <= reg3;
					'h10 : rdata_tmp <= reg4;
					default : rdata_tmp <= 32'h00000000;
				endcase
			end
		end
	assign prdata = rdata_tmp;
endmodule
interface top_if();
		logic pclk;
		logic presetn;
		logic[31:0] paddr;
		logic[31:0] pwdata;
		logic psel;
		logic pwrite;
		logic penable;
		logic[31:0] prdata;
endinterface
[flow/run.sh]
#!/bin/bash
# OpenROAD 26Q1-2900-gdf79404cd8, Yosys 0.63+post, stock flow scripts
make -C /OpenROAD-flow-scripts/flow DESIGN_CONFIG=/design/flow/config.mk WORK_HOME=/design/flow/orfs finish
[flow/config.mk]
export PLATFORM = sky130hd
export DESIGN_NAME = apb_ral
export DESIGN_NICKNAME = apb_ral
export VERILOG_FILES = /design/flow/design.v
export SDC_FILE = /design/flow/constraint.sdc
export NUM_CORES = 4
export LEC_CHECK = 1
export CORE_UTILIZATION = 30
[flow/constraint.sdc]
current_design apb_ral

set clk_period 9.3
set clk_io_pct 0.2

create_clock -name clk0 -period $clk_period [get_ports {pclk}]

set non_clock_inputs [all_inputs -no_clocks]
set_input_delay [expr $clk_period * $clk_io_pct] -clock clk0 $non_clock_inputs
set_output_delay [expr $clk_period * $clk_io_pct] -clock clk0 [all_outputs]
==> impl_metrics.csv <==
group,metric,value,unit
outcome,run_status,"finished, final reports clean",
pwr,vdd_drop_max,100,uV
floorplan,die_width,154,um
route,antenna_cells,0,
yosys,ys_cells,708,
cts,ctsHoldBuffers,0,
timing,period_minus_slack,4800,ps
placed_design,place_ws,4110,ps
critical_path,worstSetupPathType,"input pin to flop",
critical_path,cpPeakStageDelay,820,ps
critical_path,crit_start,"paddr[4]",
timing,maxClockFrequency,0.208,GHz
grt,grt_max_degree,58,
finish,drive_above_1_share,8.76,%
route,drt_iter0_markers,331,
route,drtPass1Iterations,5,
timing,tns,0,ps
cts,post-cts-setup-buffers,0,
grt,grt_pass1_wl,28.1,mm
yosys,yosysWarnings,1,
floorplan,rows,55,
critical_path,cp_max_fo,26,
route,wl_per_cell,16.5,um
critical_path,arrival,5160,ps
finish,combGateArea,0.00333,mm^2
placed_design,place_congestion,0.782,
pwr,power_density,166,mW/mm^2
floorplan,ios,101,
cts,cts_made_buffers,17,
floorplan,fp_util,30.5,%
timing,slew_headroom,52.2,%
route,drcViolationCount,0,
grt,grt_usage,15.4,%
placed_design,io_buffers,100,
finish,regArea,0.00328,mm^2
yosys,ys_seq_share,47.5,%
cts,cts_max_level,4,
yosys,yosysTopAreaCell,"dfxtp_1",
grt,grt-ovfl-total,0,
timing,worst_pin_slew,711,ps
critical_path,cpMaxStageDelayCell,"or4_4",
critical_path,end_kind,"flop",
yosys,syn_inst,708,
critical_path,critical_path_required,9660,ps
yosys,edf_count,0,
cts,root_buffer,"clkbuf_16",
route,totalWireLength,17.9,mm
route,viasPerCell,4.91,
min_path,hold_path.startpoint,"rdata_tmp[8]",
grt,grt_pass1_vias,5188,
timing,setup_viol_count_final,0,
cts,cts_tree,"yes",
critical_path,crit_chain,"clkdlybuf4s50_1 > or4_4 > or2_1 > nor4_4 > buf_4 > mux2i_1",
floorplan,die_area,0.0237,mm^2
yosys,top_cells_by_area,"dfxtp_1 47%, mux2i_1 23%, nand2_1 11%",
critical_path,critPathTopFamily,"simple AND/OR/NAND/NOR gates",
yosys,synthArstFlopShare,0,%
critical_path,cp-start-kind,"input pin",
cts,clockBufferDepth,2,
yosys,netlist.area_leader.share,47.5,%
timing,hold_viol_final,0,
finish,synthToLayoutAreaGrowth,24.7,%
floorplan,coreArea,0.0226,mm^2
route,vias,5327,
finish,fillCellCount,2178,
timing,timing.final.max_slew_violations,0,
grt,antenna_found_initial,0,
critical_path,crit_buf_inv,2,
timing,layout_setup_ws,4500,ps
critical_path,r2r-start,"reg3[18]",
route,final_antenna_net_count,0,
critical_path,r2r_slack,8100,ps
yosys,flop_cell,"dfxtp_1",
cts,clock_latency,420,ps
timing,rsz0062_at_grt,"no",
cts,cts_resized,0,
yosys,ys_ff,164,
placed_design,dp_hpwl,11.2,mm
min_path,hold_class,"flop to flop",
yosys,syn_area,0.00692,mm^2
cts,clock-sinks,164,
finish,final_util,38.1,%
run,maxCapViolations,0,
pwr,report.power.total,1430,uW
yosys,synth.distinct_cells,34,
run,tool_warnings,25,
timing,fin_crit_sh,51.6,%
timing,hold_slack,449,ps
yosys,yosys_area,0.00692,mm^2
pwr,leakage,0.00277,uW
cts,cts.clk_slew.worst_paths,70,ps
floorplan,die_h,154,um
timing,clock_skew,6.24,ps
yosys,syn_avg_cell_area,9.77,um^2
sequential cells by signal (all words and copies together), names as in the netlist:
name / count
reg2: 32
reg3: 32
cntrl: 4
reg1: 32
reg4: 32
rdata_tmp: 32
placed cells by master, fill, tap and decap left out, types with 2 or more instances in the layout:
cell / count
o21ai_1: 20
a221oi_1: 23
dfxtp_1: 164
nor4_4: 4
buf_4: 16
or4_4: 2
nand2_1: 198
mux2i_1: 157
nor4_1: 10
or4_1: 3
nor2_1: 2
o21ai_0: 12
nor3_1: 21
mux2_2: 11
nand2b_1: 2
nor4_2: 3
clkinvlp_4: 6
clkbuf_16: 17
a222oi_1: 8
clkdlybuf4s50_1: 98
clkinv_2: 4
inv_1: 2
kinds of logic after synthesis:
logic type,after synthesis,share of synthesized area (%)
AND/OR/NAND/NOR,253,16.7
buffers and inverters,57,4.63
multiplexers,168,24.5
AND-OR/OR-AND,66,6.73
flip-flops,164,47.5
layout make-up:
class / count / share of cell area [%]
multi-input cells: 487 / 38.6
flip-flops and latches: 164 / 38.1
repair buffers: 115 / 12.8
clock buffers: 18 / 4.98
well taps: 285 / 4.14
clock inverters: 13 / 1.31
inverters: 2 / 0.0871
report_power, final:
| group | internal (uW) | switching (uW) | leakage [uW] |
|---|---|---|---|
| Combinational | 33.1 | 40.9 | 0.00120 |
| Sequential | 702 | 0.0000000114 | 0.00132 |
| Clock | 365 | 289 | 0.000250 |
per-stage QoR:
| step | std cells | area (um^2) |
|---|---|---|
| 2_1_floorplan | 708 | 6920 |
| 3_3_place_gp | 1053 | 8080 |
| 3_5_place_dp | 1053 | 8080 |
| 4_1_cts | 1084 | 8620 |
| 5_1_grt | 1084 | 8620 |
| 6_report | 1084 | 8620 |
path summary, 6_finish.rpt:
kind                                 endpoint  cells past startpoint
worst max-delay path                 reg3[10]                      6
worst min-delay path             rdata_tmp[8]                      2
worst max register to register  rdata_tmp[18]                      3
worst min register to register   rdata_tmp[8]                      2
worst reg2reg max path: cells and delay by family (launching register included):
| family | cells | cell delay, ps |
|---|---|---|
| muxes | 1 | 260 |
| AOI/OAI and AO/OA | 2 | 500 |
| DFF | 1 | 310 |
per-layer routing:
layer / global-route usage, % / share of wire, % / vias to the layer above
met5: 0 / 0 / -
met4: 1.76 / 1.0 / 0
met3: 2.70 / 4.9 / 14
met2: 24.9 / 46 / 133
met1: 22.7 / 48 / 2528
li1: - / - / 2652
cell usage after synthesis (2+ instances only):
master,n
buf_4,6
buf_8,3
nor4_1,11
mux2_2,11
nor3_1,21
o21ai_0,12
a221oi_1,23
o21ai_1,20
nand2_1,198
buf_2,4
clkbuf_1,34
buf_1,2
dfxtp_1,164
nor4_4,3
mux2i_1,157
nor2_1,2
buf_6,6
or4_4,2
a222oi_1,8
or4_1,3
nor4_2,3
inv_1,2
nand2b_1,2
Power is estimated from default activity; no workload was simulated.
